==> flow/design.v <==
module alu(a,b,alu_sel,alu_out);
input [3:0]a,b;
input [3:0] alu_sel;
output reg [8:0] alu_out;
always@(a,b,alu_sel)
begin
case(alu_sel)
4'b0000:alu_out=a+b;
4'b0001:alu_out=a-b;
4'b0010:alu_out=a*b;
4'b0011:alu_out=a/b;
4'b0100:alu_out=a<<3;
4'b0101:alu_out=a>>3;
4'b0110:alu_out=!a;
4'b0111:alu_out=~a;
4'b1000:alu_out=a&b;
4'b1001:alu_out=a|b;
4'b1010:alu_out=a^b;
4'b1011:alu_out=~(a&b);
4'b1100:alu_out=~(a|b);
4'b1101:alu_out=~(a^b);
4'b1101:alu_out=a&&b;
4'b1111:alu_out=a||b;
default:alu_out=a+b;
endcase 
end
endmodule
==> flow/run.sh <==
#!/bin/bash
# OpenROAD 26Q1-2900-gdf79404cd8, Yosys 0.63+post, stock flow scripts
make -C /OpenROAD-flow-scripts/flow DESIGN_CONFIG=/design/flow/config.mk WORK_HOME=/design/flow/orfs finish
==> flow/config.mk <==
export PLATFORM = sky130hd
export DESIGN_NAME = alu
export DESIGN_NICKNAME = alu
export VERILOG_FILES = /design/flow/design.v
export SDC_FILE = /design/flow/constraint.sdc
export NUM_CORES = 4
export LEC_CHECK = 1
export CORE_UTILIZATION = 30
==> flow/constraint.sdc <==
current_design alu

set clk_period 6.7
set clk_io_pct 0.2

create_clock -name clk0 -period $clk_period

set non_clock_inputs [all_inputs -no_clocks]
set_input_delay [expr $clk_period * $clk_io_pct] -clock clk0 $non_clock_inputs
set_output_delay [expr $clk_period * $clk_io_pct] -clock clk0 [all_outputs]
==> Slide: Implementation Results <==
Physical Implementation Snapshot

Run status
  – Outcome: finished with violations
  – Failing checks: negative setup slack

Finish
  – Fill cell count: 870
  – Flops: 0
  – Clock Buffer Count: 0
  – Post-route insts no fill: 667
  – Layout cells sized above 1: 37.9%
  – Area Growth Syn to Fin: 56.6%
  – FF+latch area: 0 µm²

Synth
  – Synth warnings: 1
  – Mean Syn Cell Area: 7.28 µm²
  – Largest type area fraction: 24.3%
  – Ranking of synthesized cells by area: ha_1 (24%), nor2_1 (5.9%), a21oi_1 (5.2%)
  – Cell type with the largest total area: ha_1
  – Mapped cell area: 0.00288 mm²
  – Post-synth seq share: 0%
  – Yosys chip area: 0.00288 mm²
  – Yosys Instances: 396
  – Syn Inst Count: 396
  – Cell Type Count: 73

Final timing
  – RSZ-0062 raised after global routing: true
  – WHS: 3.51 ns
  – Worst Tran Pin Value: 0.779 ns
  – Final setup violating endpoints: 4
  – Post-route clock period utilization: 174%
  – Final period demand of the worst path: 11.68 ns
  – Slew headroom: 47.9%
  – Hold Vio Cnt, Final: 0
  – Fmax: 0.0856 GHz
  – Final Max Tran Viols: 0
  – Fin worst setup slack: -4.98 ns

Routing
  – Post-Route WL: 9.76 mm
  – DR vias/cell: 5.30
  – DRC violations left: 0
  – Routed Antenna Nets: 0
  – Diodes inserted: 0
  – Routed length per instance: 14.6 µm
  – Iteration-0 DRC count of the detailed router: 164
  – DRT Pass-1 Iters: 4
  – Via count: 3535

Die
  – Die ar.: 0.0100 mm²
  – Core ar.: 0.00928 mm²
  – Floorplan core density: 31.1%
  – Die Y: 100 µm
  – # IOs: 21
  – Std-Cell Rows: 35
  – Die Wd: 100 µm

Power and ir drop
  – Clock power share: 0%
  – P_int: 0.000694 W
  – NetSw: 0.000526 W
  – Leakage: 2.15 nW
  – Combinational Power Share: 100.0%
  – Peak VDD IR: 0.000144 V
  – Reg power frac: 0%
  – PwrDens: 270 mW/mm²
  – Switching share of power: 43.1%

Setup path
  – Critical path peak fanout: 6
  – Critical Path AT: 10.34 ns
  – Crit path required time: 5.36 ns
  – Setup crit end kind: output port
  – Crit path to: alu_out[0]
  – Crit-path max cell delay: 0.43 ns
  – Slowest-stage cell, CP: or4_4
  – Worst Setup Start Kind: input pin
  – Worst Setup SP: b[0]
  – CP Class: input pin to output port

GRT
  – Routing usage on met1: 29.1%
  – M2 GR Usage: 33.1%
  – Vias in the first global route: 3437
  – Grt met3 use: 1.63%
  – Largest net degree at the start of global routing: 25
  – Initial antenna violation count: 0
  – Layer with the highest usage: met2
  – Total track usage: 20.2%
  – First-pass GRT wire length: 16.2 mm
  – Overflow left after global routing: 0

Place
  – Dpl cells: 630
  – Final Wtd Congestion: 0.959
  – Post-detail-place hpwl: 7.36 mm
  – Input/output buffers: 21

Run
  – Max-Cap Viols: 0
  – Tool Warnings: 46

Min path
  – HP Start: b[1]
  – Worst min path class: input pin to output port
## metal layers
metal,wire (µm),share of wire (%)
met2,4380,45
met4,196,2.0
met3,420,4.3
met1,4760,49
met5,0,0
## area by class of cell
class	instances	area [µm²]	share of cell area [%]
Timing Repair Buffer	148	1170	26.0
Multi-Input combinational cell	360	3060	67.7
Inverter	30	124	2.74
Tap cell	129	161	3.57
## cell usage in the layout (no fill, tap or decap), types with 12 or more instances in the layout
cell type	n
a21oi_1	22
buf_4	124
clkdlybuf4s50_1	13
ha_1	49
inv_1	27
nand2_1	25
nor2_1	38
nor3_1	14
o21a_1	12
o21ai_0	16
## how the worst min path moves through the flow
stage                         to  depth (start not counted)
final                 alu_out[1]                          6
after CTS             alu_out[7]                          6
after global routing  alu_out[1]                          6
## worst max-delay path, delay by kind of cell
family	cells	cell delay (ns)
compound gates	25	3.52
fa+ha+maj	7	1.83
buf+inv	3	0.30
mux	1	0.32
simple gates	16	2.98
## what timing repair did
| item | 4_1_cts | 5_1_grt |
|---|---|---|
| setup buffers | 30 | 7 |
| hold buffers | 0 | 0 |
| pin swaps | 37 | 30 |
| setup endpoints to repair | 5 | 5 |
| hold endpoints to repair | 0 | 0 |
| resized | 42 | 20 |
## power by group through the flow
stage,Clock [W],Sequential (W),Combinational [W]
6_report,0,0,0.00122
4_1_cts,0,0,0.00111
5_1_grt,0,0,0.00134
## cell families (layout without fill, tap and decap cells)
group	after synthesis	after routing	synth area share [%]
compound gates	133	133	32.7
mux	12	12	4.95
other cells	1	5	0.130
fa+ha+maj	62	62	28.5
simple gates	136	136	24.6
xor+xnor	12	12	3.64
buf+inv	40	178	5.47
## Yosys cell counts (3+ instances only)
cell	count
o21a_1	13
mux2_4	3
nand3_1	5
clkbuf_1	8
and2_1	3
o22ai_1	5
nor2b_1	4
xnor2_1	4
inv_1	30
ha_1	56
a21boi_0	3
a21oi_1	30
mux2i_1	5
nand2_1	26
or3_1	3
nor4_1	4
xor2_1	8
a221oi_1	4
nand2b_1	5
nand4_1	3
nor2_1	45
o32ai_1	3
or2_2	6
a211oi_1	4
a31oi_1	7
a21o_1	9
nor3_1	16
fa_1	6
o21ai_0	21
nand3_2	3
## metrics by stage
step	util [%]	power [W]	cell area, µm²	setup TNS, ns	worst slack (ns)
finish	48.6	0.00122	4520	-13.14	-4.98
global route	48.6	0.00134	4520	-14.55	-5.49
CTS	47.0	0.00111	4360	-13.58	-4.96
detailed placement	43.8	0.000976	4070	-16.36	-5.78
global placement	43.8	0.000968	4070	-15.88	-5.59
floorplan	-	0.000598	3070	-11.75	-4.76
Power is estimated from default activity; no workload was simulated.
