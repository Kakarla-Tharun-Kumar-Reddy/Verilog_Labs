[/design/flow/run.sh]
#!/bin/bash
# OpenROAD 26Q1-2900-gdf79404cd8, Yosys 0.63+post, stock flow scripts
make -C /OpenROAD-flow-scripts/flow DESIGN_CONFIG=/design/flow/config.mk WORK_HOME=/design/flow/orfs finish
[/design/flow/config.mk]
export PLATFORM = sky130hd
export DESIGN_NAME = ripplem
export DESIGN_NICKNAME = ripplem
export VERILOG_FILES = /design/flow/design.v
export SDC_FILE = /design/flow/constraint.sdc
export NUM_CORES = 4
export LEC_CHECK = 1
export CORE_AREA = 10 10 70 70
export DIE_AREA = 0 0 80 80
[/design/flow/constraint.sdc]
current_design ripplem

set clk_period 5.0
set clk_io_pct 0.2

create_clock -name clk0 -period $clk_period

set non_clock_inputs [all_inputs -no_clocks]
set_input_delay [expr $clk_period * $clk_io_pct] -clock clk0 $non_clock_inputs
set_output_delay [expr $clk_period * $clk_io_pct] -clock clk0 [all_outputs]
[/design/flow/design.v]
module fulladders(a_in,b_in,c_in,sum_out,carry_out);
input a_in,b_in,c_in;
output sum_out,carry_out;
assign sum_out=a_in ^ b_in^c_in;
assign carry_out= (a_in & b_in)| (b_in & c_in) | (c_in & a_in);
endmodule
module ripplem(a,b,cin,s,c);
input [3:0] a;
input cin;
input [3:0] b;
output [3:0] s;
output [3:0] c;
fulladders dut0(.a_in(a[0]),.b_in(b[0]),.c_in(cin),.sum_out(s[0]),.carry_out(c[0]));
fulladders dut1(.a_in(a[1]),.b_in(b[1]),.c_in(c[0]),.sum_out(s[1]),.carry_out(c[1]));
fulladders dut2(.a_in(a[2]),.b_in(b[2]),.c_in(c[1]),.sum_out(s[2]),.carry_out(c[2]));
fulladders dut3(.a_in(a[3]),.b_in(b[3]),.c_in(c[2]),.sum_out(s[3]),.carry_out(c[3]));
endmodule
==> out/results.txt <==
fill count = 401
share of cells above drive strength 1 = 0%
met3 WL = 121 um
worst path required time = 4000 ps
Mapped Area = 178 um^2
detailed placer's ending HPWL = 450 um
Routed Antenna Nets = 0
top sig layer = met3
peak supply drop = 0.0235 mV
Post-CTS Setup Repair Bufs = 0
Slew @ Worst Pin = 134 ps
status = finished clean
GR Util All Layers = 1.37%
# rows = 21
Horiz. Die Dim = 80 um
area grow syn2layout = 94.4%
Leak = 0.149 nW
Pre-antenna DRT Iters = 1
Crit Path Max Fanout = 2
Die Area = 6400 um^2
Vias = 141
CP Capture Type = primary output
port bufs = 17
Mean Syn Cell Area = 8.08 um^2
Seq/Total Area, Yosys = 0%
max cap viols = 0
Clock Power Share = 0%
Cells after Synth = 22
synth cell count leaders = inv_1, buf_4, fa_1
WL met2 = 107 um
setup TNS = 0 ps
yosys cell count = 22
Yosys top cell by area = fa_1
Max Slew Vio Count = 0
Die H = 80 um
pre-CTS setup slack = 421 ps
largest net degree at the start of global routing = 3
DR vias/cell = 1.83
cell-internal power = 23.9 uW
Sw Share = 25.7%
WL per Instance = 6.03 um
post-synth area from yosys stat = 178 um^2
RePlAce Congestion = 0.778
final WL = 464 um
type of the worst min-delay path = input port to primary output
fin crit share = 90.5%
most instantiated library cell after synthesis = inv_1
Max-slew headroom = 91.1%
tool warning count = 32
switching power = 8.29 uW
RSZ-0062 raised after global routing = false
minimum clock period = 4520 ps
initial DRC count = 0
Yosys cell types = 3
gr ovfl total = 0
FP Core Util = 5.20%
initial antenna violation count = 0
first-pass GRT wire length = 710 um
hold buffer count at cts = 0
vias in the first global route = 161
# clk buffers = 0
top cells by area = fa_1, buf_4, inv_1
Achievable Freq = 0.221 GHz
worst setup margin = 477 ps
flop count = 0
WL met1 = 235 um
Startpoint Class = input port
Logic pwr share = 100.0%
post-cts sizing count = 0
Ports = 17
critical setup path kind = input port to primary output
Sequential Power Share = 0%
ANT cells = 0
Residual DRC = 0
pwr/cell area = 93.3 nW/um^2
warnings from Yosys = 0
core region area = 3420 um^2
arrival time worst endpoint = 3520 ps
sequential cell area = 0 um^2
final hold violation count = 0
# setup viols final = 0
Max-area cell share = 45.1%
==> metrics by stage <==
| stage | instance area, um^2 | hold WS, ps | instances | total power, mW | util [%] |
|---|---|---|---|---|---|
| 2_1_floorplan | 178 | 2220 | 22 | 0.0178 | - |
| 3_3_place_gp | 345 | 3040 | 77 | 0.0332 | 10.1 |
| 3_5_place_dp | 345 | 3040 | 77 | 0.0335 | 10.1 |
| 4_1_cts | 345 | 3040 | 77 | 0.0337 | 10.1 |
| 5_1_grt | 345 | 3100 | 77 | 0.0381 | 10.1 |
| 6_report | 345 | 3030 | 77 | 0.0322 | 10.1 |
==> final timing paths <==
kind	from	endpoint	slack, ps	cells past startpoint
worst max-delay path	a[0]	s[3]	480	10
worst min-delay path	cin	s[0]	3030	5
==> logic make-up after synthesis <==
kind of cell	Yosys count	share of synthesized area [%]
fa+ha+maj	4	45.1
buf+inv	18	54.9
==> cell usage in the layout (no fill, tap or decap) <==
master and n:
fa_1 4, clkdlybuf4s50_1 17, inv_1 10
==> power groups by stage <==
stage         Sequential, mW  Clock, mW  Combinational (mW)
CTS                        0          0              0.0337
global route               0          0              0.0381
finish                     0          0              0.0322
==> worst max-delay path, cell delays in order <==
cell and delay [ps]:
clkdlybuf4s50_1 400, inv_1 80, fa_1 160, inv_1 60
fa_1 420, fa_1 400, inv_1 80, fa_1 400
inv_1 60, clkdlybuf4s50_1 470
==> final cells by class <==
class | count | area [um^2] | area share [%]
repair buffers | 17 | 170 | 49.3
well taps | 46 | 57.6 | 16.7
multi-input cells | 4 | 80.1 | 23.2
inverters | 10 | 37.5 | 10.9
==> metal layers <==
metal,vias to the layer above,global-route usage (%)
met3,0,1.02
met2,16,1.44
met4,0,0
met1,59,2.13
met5,-,0
li1,66,-
Power is estimated from default activity; no workload was simulated.
