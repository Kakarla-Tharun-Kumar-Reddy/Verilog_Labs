==> ./design.v <==
module priority_encoder_8_3(i,y,v);
input [7:0] i;
output [2:0] y;
output v;
wire [7:0] h;
priority_circuit l1 (i,h,v);
priority_encoder l2 (h,y);
endmodule
module priority_circuit(I,H,IDLE);
input [7:0] I;
output [7:0] H;
output IDLE;
assign H[7]=I[7];
assign H[6]=(~I[7])&(I[6]);
assign H[5]=(~I[7])&(~I[6])&(I[5]);
assign H[4]=(~I[7])&(~I[6])&(~I[5])&(I[4]);
assign H[3]=(~I[7])&(~I[6])&(~I[5])&(~I[4])&I[3];
assign H[2]=(~I[7])&(~I[6])&(~I[5])&(~I[4])&(~I[3])&(I[2]);
assign H[1]=(~I[7])&(~I[6])&(~I[5])&(~I[4])&(~I[3])&(~I[2])&I[1];
assign H[0]=(~I[7])&(~I[6])&(~I[5])&(~I[4])&(~I[3])&(~I[2])&(~I[1])&I[0];
assign IDLE =(~I[0])&(~I[1])&(~I[2])&(~I[3])&(~I[4])&(~I[5])&(~I[6])&(~I[7]);
endmodule
module priority_encoder(i,y);
input [7:0] i;
output [2:0] y;
or r1(y[0],i[1], i[3] , i[5] , i[7]);
or r2(y[1] ,i[2], i[3] ,i[6] ,i[7]);
or r3 (y[2] ,i[4], i[5] , i[6] , i[7]);
endmodule
==> ./run.sh <==
#!/bin/bash
# OpenROAD 26Q1-2900-gdf79404cd8, Yosys 0.63+post, stock flow scripts
make -C /OpenROAD-flow-scripts/flow DESIGN_CONFIG=/design/flow/config.mk WORK_HOME=/design/flow/orfs finish
==> ./config.mk <==
export PLATFORM = sky130hd
export DESIGN_NAME = priority_encoder_8_3
export DESIGN_NICKNAME = priority_encoder_8_3
export VERILOG_FILES = /design/flow/design.v
export SDC_FILE = /design/flow/constraint.sdc
export NUM_CORES = 4
export LEC_CHECK = 1
export CORE_AREA = 10 10 70 70
export DIE_AREA = 0 0 80 80
==> ./constraint.sdc <==
current_design priority_encoder_8_3

set clk_period 1.0
set clk_io_pct 0.2

create_clock -name clk0 -period $clk_period

set non_clock_inputs [all_inputs -no_clocks]
set_input_delay [expr $clk_period * $clk_io_pct] -clock clk0 $non_clock_inputs
set_output_delay [expr $clk_period * $clk_io_pct] -clock clk0 [all_outputs]
==> results.cfg <==
; physical design summary
[synthesis]
synthCells = 11
ys_types = 8
synth_top_cell_by_area = nor4b_2
synth_top_area_share_pct = 23.1
ys_chip_area_sq_um = 65.1
yosysCellCount = 11
yosysSeqAreaShare_pct = 0
synthTopCellsByArea = nor4b_2 (23%), a21oi_1 (15%), inv_1 (12%)
yosysWarnings = 0
syn_area_per_cell_sq_um = 5.91
syn_area_sq_um = 65.1

[layout]
regArea_sq_um = 0
syn2layout_area_growth_pct = 369
nFlopsAndLatches = 0
logic_area_sq_um = 85.1
num-fill-cells = 405
utilization_pct = 8.94
layout-drive-gt1-share_pct = 72.4
n_clock_buffer = 0
fin_cells = 75

[global_route]
grt_max_degree = 3
grt_util_all_layers_pct = 1.50
antenna_found_initial = 0
grt_pass1_vias = 150
overflow = 0
grt_pass1_wl_microns = 752

[final_timing]
report.final.slew_viol_count = 0
totalNegativeSetupSlack_ps = -292
worstMarginPinSlew_ps = 193
setup_viol = 4
timing.final.hold_violations = 0
period_used_pct = 112
min_period_ps = 1120
max_freq_mhz = 892
max_slew_margin_pct = 87.1
rsz0062_at_grt = yes
finalWorstSetupSlack_ps = -121

[critical_path]
cp.required_ps = 800
cp_max_fo = 2
endpoint = v
cp-startpoint = i[4]
end_kind = output pin
cp.arrival_ps = 920
worstSetupPathType = input pin to output pin
critPathLaunchType = input pin

[outcome]
run_status = finished, violations left
failed_checks = setup timing

[drt]
detail-route-antenna-nets = 0
drc = 0
viasPerCell = 1.96
routed-via-count = 147
drtIter0Drc = 7
wire_per_inst_microns = 6.91
routed_wl_microns = 518
diodes = 0
first_pass_iters = 2

[power_and_ir_drop]
p_total_mw = 0.0850
power.density_nw_per_um2 = 278
p_leak_nw = 0.122
irDropWorstVdd_v = 0.0000291

[floorplan]
dieHeight_microns = 80
pin_count = 12
die_area_sq_um = 6400
fp-utilization_pct = 1.90
rows = 21
coreArea_sq_um = 3420
die_w_microns = 80

[place]
place_ws_ps = -803
io_buffers = 12
gp_congestion = 0.663
dp_hpwl_microns = 436
dp_cells = 71

[job]
warnings = 34
cap_violations = 0

[hold_path]
hold_path.class = input pin to output pin
-- layout by cell type (no fill, tap or decap), drive strengths merged --
cell / instances
a21oi: 2
buf: 13
clkbuf: 1
clkdlybuf4s15: 1
dlygate4sd2: 3
inv: 2
nand2: 1
nor2: 3
nor4b: 1
o21ai: 1
o31ai: 1
-- report_power, final --
group	internal, mW	switching [mW]	leakage (nW)
Sequential	0	0	0
Combinational	0.0535	0.0314	0.122
Clock	0	0	0
-- synthesized netlist by cell type (all sizes together) --
library cell / number
o31ai: 1
a21oi: 2
nor2: 3
inv: 2
nand2: 1
o21ai: 1
nor4b: 1
-- logic make-up (layout without fill, tap and decap cells) --
| logic type | after synthesis | in the layout | synth area share, % |
|---|---|---|---|
| simple gates | 5 | 5 | 53.9 |
| compound gates | 4 | 4 | 34.6 |
| buf+inv | 2 | 20 | 11.5 |
-- per-layer routing --
layer	up-vias	GRT usage [%]	part of all wire, %
li1	75	-	-
met1	67	1.58	33
met2	5	3.05	58
met3	0	0.341	8.7
met4	0	0	0
met5	-	0	0
-- critical path: stages --
cell     delay [ps]
buf_2           120
nor2_2           90
nand2_2          80
buf_6           120
nor4b_4         190
buf_2           130
-- what timing repair did --
action	4_1_cts	5_1_grt
setup buffers	4	3
setup endpoints to repair	4	4
hold buffers	0	0
hold endpoints to repair	0	0
gates resized	43	5
pin swaps	6	4
-- how the worst min path moves through the flow --
stage	start	to	slack, ps	depth (start not counted)
6_report	i[1]	v	670	3
5_1_grt	i[1]	v	690	3
4_1_cts	i[7]	y[0]	670	4
-- stage by stage --
| step | hold WS [ps] | instance area [sq um] |
|---|---|---|
| after detailed placement | 1330 | 258 |
| after global routing | 686 | 305 |
| after global placement | 1340 | 258 |
| after floorplan | 413 | 65.1 |
| after CTS | 670 | 287 |
| final | 667 | 305 |
-- final cells by class --
cell class / count / share of cell area [%]
inverter: 2 / 2.46
tap: 46 / 18.9
multi-input combinational: 9 / 27.9
timing repair buffer: 18 / 50.8
No activity file was given, so power comes from the tool's default toggle rates.
